File: /design/flow/design.v
module FSM_pv(input KEY0, SW0, SW1, SW2, SW3, SW4, output logic [6:0] HEX0, HEX1, HEX2, HEX3, output logic [6:0] LED_SW);
	wire [2:0] state;
	logic [1:0] Z;
	fsm fsm1 (KEY0, SW0, SW1, SW2, SW3, SW4, state, LED_SW [6:5]);
	ASCIICodes disp (state, HEX3, HEX2, HEX1, HEX0);
	always begin
		LED_SW [4] = SW4;
		LED_SW [3] = SW3;
		LED_SW [2] = SW2;
		LED_SW [1] = SW1;
		LED_SW [0] = SW0;
	end
endmodule
module testdisp();
	reg clk = 0;
	reg [2:0] state;
	wire [6:0] Hex3, Hex2, Hex1, Hex0;
	ASCIICodes test (state, Hex3, Hex2, Hex1, Hex0);
	initial begin
		state = 3'b000; #10;
		state = 3'b001; #10;
		state = 3'b010; #10;
		state = 3'b011; #10;
		state = 3'b100; #10;
	end
endmodule
module ASCIICodes (input [2:0] state, output [6:0] HexSeg3, HexSeg2, HexSeg1, HexSeg0);
	reg [7:0] Message [3:0];
	always @ (*) begin
		Message[3] = "F";
		Message[2] = "i";
		Message[1] = "n";
		Message[0] = "c";
		case (state)
			3'b000 : begin
				Message[3] = "F";
				Message[2] = "i";
				Message[1] = "n";
				Message[0] = "c";
			end
			3'b001 : begin
				Message[3] = "S";
				Message[2] = 5;
				Message[1] = 0;
				Message[0] = 1;
			end
			3'b010 : begin
				Message[3] = "S";
				Message[2] = 5;
				Message[1] = 0;
				Message[0] = 2;
			end
			3'b011 : begin
				Message[3] = "S";
				Message[2] = 5;
				Message[1] = 0;
				Message[0] = 3;
			end
			3'b100 : begin
				Message[3] = "S";
				Message[2] = 5;
				Message[1] = 0;
				Message[0] = 4;
			end
			default : begin
				Message[3] = "F";
				Message[2] = "i";
				Message[1] = "n";
				Message[0] = "c";
			end
		endcase
	end
	ASCII27Seg SevH3 (Message[3], HexSeg3);
	ASCII27Seg SevH2 (Message[2], HexSeg2);
	ASCII27Seg SevH1 (Message[1], HexSeg1);
	ASCII27Seg SevH0 (Message[0], HexSeg0);
endmodule
module ASCII27Seg (input [7:0] AsciiCode, output reg [6:0] HexSeg);
	always @ (*) begin
		HexSeg = 8'd0;
		$display ("AsciiCode %b", AsciiCode);
		case (AsciiCode)
			8'h0 : HexSeg[6] = 1;
			8'h1 : begin
				HexSeg[0] = 1; HexSeg[1] = 1; HexSeg[2] = 1; HexSeg[3] = 1; HexSeg[6] = 1;
			end
			8'h2 : begin
				HexSeg[2] = 1; HexSeg[5] = 1;
			end
			8'h3 : begin
				HexSeg[4] = 1; HexSeg[5] = 1;
			end
			8'h4 : begin
				HexSeg[0] = 1; HexSeg[3] = 1; HexSeg[4] = 1;
			end
			8'h43 : begin
				HexSeg[1] = 1; HexSeg[2] = 1; HexSeg[6] = 1;
			end
			8'h63 : begin
				HexSeg[1] = 1; HexSeg[2] = 1; HexSeg[6] = 1;
			end
			8'h46 : begin
				HexSeg[1] = 1; HexSeg[2] = 1; HexSeg[3] = 1;
			end
			8'h66 : begin
				HexSeg[1] = 1; HexSeg[2] = 1; HexSeg[3] = 1;
			end
			8'h48 : begin
				HexSeg[0] = 1; HexSeg[3] = 1;
			end
			8'h68 : begin
				HexSeg[0] = 1; HexSeg[3] = 1;
			end
			8'h49 : begin
				HexSeg[0] = 1; HexSeg[1] = 1; HexSeg[2] = 1; HexSeg[3] = 1; HexSeg[6] = 1;
			end
			8'h69 : begin
				HexSeg[0] = 1; HexSeg[1] = 1; HexSeg[2] = 1; HexSeg[3] = 1; HexSeg[6] = 1;
			end
			8'h4E : begin
				HexSeg[1] = 1; HexSeg[3] = 1; HexSeg[5] = 1; HexSeg[0] = 1;
			end
			8'h6E : begin
				HexSeg[1] = 1; HexSeg[3] = 1; HexSeg[5] = 1; HexSeg[0] = 1;
			end
			8'h5 : begin
				HexSeg[0] = 1; HexSeg[1] = 1; HexSeg[2] = 1; HexSeg[4] = 1; HexSeg[5] = 1; HexSeg[6] = 1;
			end
			8'h53 : begin
				HexSeg[1] = 1; HexSeg[4] = 1;
			end
			8'h73 : begin
				HexSeg[1] = 1; HexSeg[4] = 1;
			end
		default : HexSeg = 8'b10110110;
		endcase
	end
endmodule		
module FSM_tb();
	logic KEY0, SW0, SW1, SW2, SW3, SW4;
	logic [2:0] state;
	logic [1:0] Z;
	fsm fsm1 (KEY0, SW0, SW1, SW2, SW3, SW4, state, Z);
	initial
		begin
			KEY0=0; SW0=1; SW1=0; SW2=0; SW3=0; SW4=0; #10;
			SW0=0; SW2=1; #10;
			SW2=0; SW1=1; #10;
			SW1=1; #10;
			SW1=1; #10;
			SW1=0; SW4=1; #10;
			SW4=0; SW3=1; #10;
			SW3=0; SW1=1; #10;
		end
	always begin
		#5 KEY0 = ~KEY0;
	end
endmodule
module fsm (input clk, reset, S1, S2, S3, S4, output logic [2:0] state, output logic [1:0] Z);
	reg [2:0] nextState;
	localparam Strt=3'b000, Seen1=3'b001, Seen2=3'b010, Seen3=3'b011, Seen4=3'b100;
	always @ (posedge clk or posedge reset)
		if (reset)
			state <= Strt;
		else
		state <= nextState;
	always @ (*)
		begin
			nextState = state;
			Z = 2'b01;
			case (state)
				Strt:
					begin
						Z = 2'b01;
						if (S2 & ~S1 & ~S3 & ~S4)
							nextState = Seen1;
						else if (S3 & ~S1 & ~S2 & ~S4)
							nextState = Seen3;
						else
							nextState = state;
					end
				Seen1: 
					begin
						Z = 2'b10;
						if (S1 & ~S2 & ~S3 & ~S4)
							nextState = Seen2;
						else
							nextState = state;
					end
				Seen2: 
					begin
						Z = 2'b00;
						if (S1 & ~S2 & ~S3 & ~S4)
							nextState = Seen1;
						else if (S4 & ~S1 & ~S2 & ~S3)
							nextState = Seen3;
						else
							nextState = state;
					end
				Seen3:
					begin
						Z = 2'b00;
						if (S1 & ~S2 & ~S3 & ~S4)
							nextState = Seen1;
						else if (S3 & ~S1 & ~S2 & ~S4)
							nextState = Seen4;
						else
							nextState = state;
					end
				Seen4:
					begin
						Z = 2'b11;
						if (S1 & ~S2 & ~S3 & ~S4)
							nextState = Seen1;
						else
							nextState = state;
					end
			endcase
		end
endmodule
module debounce3 #(parameter cntSize = 8)
(
	input reset,
	input Clk,
	input PB,
	output reg pulse
);
	reg [cntSize-1:0] cnt;
	always @ (posedge Clk)
		if (reset)
			cnt <= {cntSize{1'b0}};
		else 
			begin
				cnt <= {cnt[cntSize-2:0], PB};
				if ( &cnt )		 pulse <= 1'b1;
				else if (~|cnt) pulse <= 1'b0;
			end
endmodule
File: /design/flow/run.sh
#!/bin/bash
# OpenROAD 26Q1-2900-gdf79404cd8, Yosys 0.63+post, stock flow scripts
make -C /OpenROAD-flow-scripts/flow DESIGN_CONFIG=/design/flow/config.mk WORK_HOME=/design/flow/orfs finish
File: /design/flow/config.mk
export PLATFORM = sky130hd
export DESIGN_NAME = debounce3
export DESIGN_NICKNAME = debounce3
export VERILOG_FILES = /design/flow/design.v
export SDC_FILE = /design/flow/constraint.sdc
export NUM_CORES = 4
export LEC_CHECK = 1
export CORE_AREA = 10 10 70 70
export DIE_AREA = 0 0 80 80
File: /design/flow/constraint.sdc
current_design debounce3

set clk_period 2.2
set clk_io_pct 0.2

create_clock -name clk0 -period $clk_period [get_ports {Clk}]

set non_clock_inputs [all_inputs -no_clocks]
set_input_delay [expr $clk_period * $clk_io_pct] -clock clk0 $non_clock_inputs
set_output_delay [expr $clk_period * $clk_io_pct] -clock clk0 [all_outputs]
==> results.txt <==
via density per instance -> 2.423
ys async rst share -> 0%
Hold Path Class -> reg -> reg
Tcrit/Tclk final -> 67.59%
DR pass1 iterations -> 2
Initial DRC Count -> 1
Die W -> 80 um
Worst IR Drop VDD -> 0.3326 mV
Final GP Congestion -> 0.6831
final hold vios -> 0
# Cells Yosys -> 25
core box area -> 0.003416 mm^2
worst path required time -> 1.76 ns
Post-Syn Area -> 294.0 um^2
largest net degree at the start of global routing -> 10
via count -> 189
Critical path origin -> pulse
n_diodes -> 0
overall routing resource usage -> 1.538%
Site Rows -> 21
Routed wire per std cell -> 5.654 um
syn avg cell area -> 11.76 um^2
worst reg2reg path depth -> 3
worst setup margin -> 0.7131 ns
Critical Path End Type -> primary output
CTS root buffer -> clkbuf_4
CP Cell Sequence -> clkdlybuf4s50_1
YS warnings -> 1
Top Family by Delay on Critical Path -> buffers and inverters
Fillers -> 402
EDFF count, synth -> 1
f_max -> 672.6 MHz
Ports -> 4
area leader, netlist -> dfxtp_1
Place WS -> 0.7179 ns
CP bufs+invs -> 1
Top FF cell, synth -> dfxtp_1
Buffers on Ports -> 3
# resized after CTS -> 0
CP endpoint -> pulse
logic area -> 100.1 um^2
initial antenna violation count -> 0
H-tree depth reported by CTS -> 1
first-pass GRT wire length -> 772 um
clk sinks -> 9
Flop area -> 190.2 um^2
Post-Synthesis Cells -> 25
commonest cells in the netlist -> dfxtp_1, nor2b_1, nand4_1
post-DP HPWL -> 325.9 um
Critical Path AT -> 1.05 ns
clock buffer depth -> 2
Post-CTS Setup Bufs -> 0
status -> completed
setup TNS -> 0 ns
max cap viols -> 0
grt total ovfl -> 0
Slew Limit Fails -> 0
Crit Path Max Fanout -> 1
CP startpoint kind -> flip-flop
minimum clock period -> 1.487 ns
share of layout cells above drive strength 1 -> 15.63%
Slowest-stage cell, CP -> clkdlybuf4s50_1
Die Size -> 0.006400 mm^2
count of state elements after synthesis -> 9
vias in the first global route -> 191
CTS Buf Count -> 3
Critical R2R Capture -> pulse
Reg2Reg Setup Slack -> 1.06 ns
Worst Tran Pin Value -> 0.3067 ns
largest stage delay on the critical path -> 0.46 ns
floorplan utilization -> 8.608%
DRC errors left -> 0
clk latency of the worst-skew pair -> 0.26 ns
Synth top area share -> 54.47%
Critical R2R Launch -> cnt[3]
leakage -> 0.1410 nW
tool warning count -> 25
DRT antenna net count -> 0
Post-synth seq share -> 64.68%
CTS tree -> built
fin cells -> 78
Placed Instances -> 74
Synth area leaders -> dfxtp_1, nor2b_1, edfxtp_1
CP Class -> reg -> out
max_slew headroom -> 79.49%
Area Growth Syn to Fin -> 38.72%
cts hold-fix bufs -> 0
Setup Skew -> 0.005408 ns
Distinct cells, synth -> 10
RSZ-0062 raised after global routing -> false
total wire length -> 441 um
Clock transition at path regs -> 0.06 ns
chip area line of the yosys report -> 294.0 um^2
Die Y -> 80 um
pwr/cell area -> 755.5 mW/mm^2
Levels on crit path -> 1
Setup violations, final -> 0
## how the worst min path moves through the flow
stage / startpoint / to / slack, ns / cells past startpoint
global route: cnt[6] / cnt[7] / 0.49 / 1
finish: cnt[6] / cnt[7] / 0.48 / 1
CTS: cnt[6] / cnt[7] / 0.48 / 1
## logic make-up after synthesis
| logic type | count (synthesis) | synth area share (%) |
|---|---|---|
| compound gates | 1 | 2.979 |
| buf+inv | 1 | 1.275 |
| flops | 9 | 64.68 |
| simple gates | 14 | 31.06 |
## report_power, final
group          switching [mW]  total, mW  internal, mW  leakage, nW
logic                 0.00488     0.0136       0.00871       0.0511
clock network          0.0526      0.122        0.0696       0.0150
registers             0.00272      0.172         0.170       0.0749
total                  0.0602      0.308         0.248        0.141
## final cells by class
class                   count  share of cell area (%)
repair buffers              3                   7.362
inverters                   1                  0.9202
clock buffers               4                   6.442
multi-input cells          15                   24.54
flip-flops and latches      9                   46.63
well taps                  46                   14.11
## metal layers
metal	global-route usage (%)	part of all wire, %	up-vias
met5	0	0	-
met4	0.3521	0	0
met3	1.705	12	0
met2	1.926	37	6
met1	1.693	51	85
li1	-	-	98
## stage by stage
stage	instance area (um^2)	util [%]	power (mW)	hold slack, ns
floorplan	294.0	-	0.1814	0.4563
global placement	381.6	11.17	0.1896	0.4692
detailed placement	381.6	11.17	0.1899	0.4741
CTS	407.9	11.94	0.3129	0.4825
global route	407.9	11.94	0.3259	0.4904
finish	407.9	11.94	0.3082	0.4840
## placed cells by master, fill, tap and decap left out
| master | Yosys | layout |
|---|---|---|
| clkbuf_4 | 0 | 3 |
| nor2b_1 | 8 | 8 |
| nand2_1 | 1 | 1 |
| clkdlybuf4s50_1 | 0 | 3 |
| nand4_1 | 2 | 2 |
| edfxtp_1 | 1 | 1 |
| or2_1 | 1 | 1 |
| clkbuf_1 | 0 | 1 |
| nor4_1 | 1 | 1 |
| nor4_2 | 1 | 1 |
| a21oi_2 | 1 | 1 |
| inv_1 | 1 | 1 |
| dfxtp_1 | 8 | 8 |
## state kept, by name, summed over array words and instances, names as in the netlist
register and flops:
cnt 8, pulse 1
Power and IR drop assume default switching activity.
